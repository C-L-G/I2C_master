### run.sh
#!/bin/bash
# OpenROAD 26Q1-2900-gdf79404cd8, Yosys 0.63+post, stock flow scripts
make -C /OpenROAD-flow-scripts/flow DESIGN_CONFIG=/design/flow/config.mk WORK_HOME=/design/flow/orfs finish
### config.mk
export PLATFORM = sky130hd
export DESIGN_NAME = fifo_nto1_A1
export DESIGN_NICKNAME = fifo_nto1_A1
export VERILOG_FILES = /design/flow/design.v
export SDC_FILE = /design/flow/constraint.sdc
export NUM_CORES = 4
export LEC_CHECK = 1
export CORE_UTILIZATION = 30
### constraint.sdc
current_design fifo_nto1_A1

set clk_period 3.6
set clk_io_pct 0.2

create_clock -name clk0 -period $clk_period [get_ports {rd_clk}]
create_clock -name clk1 -period $clk_period [get_ports {wr_clk}]

set non_clock_inputs [all_inputs -no_clocks]
set_input_delay [expr $clk_period * $clk_io_pct] -clock clk0 $non_clock_inputs
set_output_delay [expr $clk_period * $clk_io_pct] -clock clk0 [all_outputs]
### design.v
interface common_interface #(
    parameter   CSIZE = 4,
    parameter   LSIZE = 24,
    parameter   DSIZE = 32,
    parameter   ASIZE = 10
)(
    input       clock,
    input       rst_n,
    input       clk_en
);
logic               cmd_vld;
logic[ASIZE-1:0]    addr;
logic[LSIZE-1:0]    burst_len;
logic               cmd_ready;
logic               finish;
logic[CSIZE-1:0]    cmd;
logic[4:0]          status;
logic                  wr_vld     ;
logic[DSIZE-1:0]       wr_data    ;
logic                  wr_ready   ;
logic                  wr_last    ;
logic                  rd_ready  ;
logic                  rd_vld    ;
logic[DSIZE-1:0]       rd_data   ;
logic                  rd_last   ;
modport master (
    input       clock,
    input       rst_n,
    input       clk_en,
    output      cmd_vld,
    output      addr,
    output      burst_len,
    input       cmd_ready,
    input       finish,
    output      cmd,
    input       status,
    output      wr_vld  ,
    output      wr_data ,
    input       wr_ready,
    output      wr_last ,
    output      rd_ready,
    input       rd_vld  ,
    input       rd_data ,
    input       rd_last
);
modport slaver (
    input       clock,
    input       rst_n,
    input       clk_en,
    input       cmd_vld,
    input       addr,
    input       burst_len,
    input       cmd_ready,
    input       finish,
    input       cmd,
    output      status,
    input       wr_vld  ,
    input       wr_data ,
    output      wr_ready,
    input       wr_last ,
    input       rd_ready,
    output      rd_vld  ,
    output      rd_data ,
    output      rd_last
);
endinterface
interface data_inf #(
    parameter DSIZE = 8
)(
);
logic                   valid   ;
logic                   ready   ;
logic[DSIZE-1:0]        data    ;
modport master (
output  valid,
output  data,
input   ready
);
modport slaver (
input   valid,
input   data,
output  ready
);
endinterface
package parameter_package;
localparam  [4-1:0]         CMD_IDLE    = 4'd0,
                            CMD_START   = 4'd1,
                            CMD_1       = 4'd2,
                            CMD_0       = 4'd3,
                            CMD_STOP    = 4'd4,
                            CMD_ACK     = 4'd5,
                            CMD_WR      = 4'd6,
                            CMD_RD      = 4'd7,
                            CMD_L0      = 4'd8,         
                            CMD_L1      = 4'd9,
                            CMD_OSCL    = 4'd10,       
                            CMD_MACK    = 4'd11;
localparam  [2:0]   RECV_CMD_START   = 3'd1,
                    RECV_CMD_1       = 3'd2,
                    RECV_CMD_0       = 3'd3,
                    RECV_CMD_STOP    = 3'd4;
endpackage
`timescale 1ns/1ps
module fifo_nto1_A1 #(
	parameter				DSIZE		= 1	,
	parameter				NSIZE		= 8	,	 
	parameter				DEPTH		= 2	,	 
	parameter				ALMOST		= 2	,
	parameter[DSIZE-1:0]	DEF_VALUE 	= 0 ,
    parameter               FIRST_WORD_FALL_THROUGH ="ON"
)(
	input					wr_clk			,
	input					wr_rst_n        ,
	input					wr_en           ,
	input [DSIZE*NSIZE-1:0]	wr_data         ,
	output					wr_full         ,
    output                  wr_last         ,
	output					wr_almost_full  ,
	output[4:0]		        wr_count        ,
	input					rd_clk          ,
	input					rd_rst_n		,
	input					rd_en           ,
	output[DSIZE-1:0]		rd_data         ,
	output					rd_empty        ,
    output                  rd_last         ,
	output					rd_almost_empty ,
	output[9-1:0]		    rd_count        ,
	output					rd_vld
);
reg inner_rd_en;
reg rd_last_reg;
localparam	WDEPTH	= DEPTH,
			RDEPTH	= DEPTH * NSIZE;
wire	rst_n;
assign	rst_n	= wr_rst_n && rd_rst_n;
reg 	full_flag,empty_flag;
reg 	wr_step,rd_step;
localparam	WRSIZE	= 	(WDEPTH<=16)?  4 :
						(WDEPTH<=32)?  5 :
      					(WDEPTH<=64)?  6 :
						(WDEPTH<=128)? 7 : 8;
localparam	RRSIZE	= 	(RDEPTH<=16)?  4 :
						(RDEPTH<=32)?  5 :
      					(RDEPTH<=64)?  6 :
						(RDEPTH<=128)? 7 : 8;
localparam	SFBIT	= 	(NSIZE == 1)?  0 :
						(NSIZE == 2)?  1 :
      					(NSIZE == 4)?  2 :
						(NSIZE == 8)?  3 : 4;
reg	[WRSIZE-1:0]	wr_point;
reg [RRSIZE-1:0]	rd_point;
reg [RDEPTH-1:0]    rd_b_flag;
reg [WDEPTH-1:0]    wr_b_flag;
wire[WRSIZE-1:0]           rd_point_wr;
wire[RRSIZE-1:0]           wr_point_rd;
assign rd_point_wr  = (rd_point>>SFBIT);
assign wr_point_rd  = (wr_point<<SFBIT)+{SFBIT{1'b1}};
always@(posedge wr_clk )begin
    if(~rst_n)  wr_b_flag   <= {WDEPTH{1'b0}};
    else begin
        if(wr_en && !full_flag)begin
            if(wr_b_flag[wr_point] == rd_b_flag[wr_point_rd])
                    wr_b_flag[wr_point] <= !wr_b_flag[wr_point];
            else    wr_b_flag[wr_point] <= wr_b_flag[wr_point];
        end else    wr_b_flag           <= wr_b_flag;
end end
always@(posedge rd_clk )begin
    if(~rst_n)  rd_b_flag   <= {RDEPTH{1'b0}};
    else begin
        if((rd_en||inner_rd_en) && !rd_last_reg && !empty_flag)begin
            if(rd_b_flag[rd_point] != wr_b_flag[rd_point_wr])
                    rd_b_flag[rd_point] <= ~rd_b_flag[rd_point];
            else    rd_b_flag[rd_point] <= rd_b_flag[rd_point];
        end else    rd_b_flag           <= rd_b_flag;
end end
wire	rd_down_wr,wr_up_rd;
assign	rd_down_wr	= rd_b_flag[rd_point] != wr_b_flag[rd_point_wr];
assign	wr_up_rd	= wr_b_flag[wr_point] == rd_b_flag[wr_point_rd];
always@(posedge wr_clk )
	if(~rst_n)		wr_point	<= {WRSIZE{1'b0}};
	else begin
		if(wr_en && wr_up_rd && !full_flag)begin
			if(wr_point == WDEPTH-1)
					wr_point	<= {WRSIZE{1'b0}};
			else	wr_point	<= wr_point + 1'b1;
		end else 	wr_point	<= wr_point;
	end
always@(posedge rd_clk )
	if(~rst_n)		rd_point	<= {RRSIZE{1'b0}};
	else begin
		if((rd_en||inner_rd_en) && rd_down_wr && !rd_last_reg && !empty_flag )begin
			if(rd_point == RDEPTH-1)
					rd_point	<= {RRSIZE{1'b0}};
			else	rd_point	<= rd_point + 1'b1;
		end else	rd_point	<= rd_point;
	end
always@(posedge wr_clk )
	if(~rst_n)		wr_step	<= 1'b0;
	else begin
		if(wr_point == WDEPTH-1 && wr_en && !full_flag)
					wr_step	<= ~wr_step;
		else		wr_step	<= wr_step;
	end
always@(posedge rd_clk )
	if(~rst_n)		rd_step	<= 1'b0;
	else begin
		if(rd_point == RDEPTH-1 && (rd_en||inner_rd_en) && !empty_flag)
					rd_step	<= ~rd_step;
		else		rd_step	<= rd_step;
	end
always@(posedge wr_clk )
	if(~rst_n)	full_flag	<= 1'b0;
	else 		full_flag	<= wr_b_flag[wr_point] != rd_b_flag[wr_point_rd];
always@(posedge rd_clk )
	if(~rst_n)	empty_flag	<= 1'b1;
	else 		empty_flag	<= rd_b_flag[rd_point] == wr_b_flag[rd_point_wr];
reg 	almost_full_flag,almost_empty_flag;
always@(posedge wr_clk )
	if(~rst_n)	almost_full_flag	<= 1'b0;
	else 		almost_full_flag	<= {wr_step^rd_step,wr_point} >= (((WDEPTH-ALMOST)<<SFBIT) + rd_point);
always@(posedge rd_clk )
	if(~rst_n)	almost_empty_flag	<= 1'b1;
	else begin
        if(SFBIT>0)
            almost_empty_flag	<= {wr_step^rd_step,wr_point,{SFBIT{1'b0}}} <= (ALMOST+rd_point);
        else
            almost_empty_flag	<= {wr_step^rd_step,wr_point} <= (ALMOST+rd_point);
    end
reg     last_byte_exec;
always@(posedge rd_clk )
    if(~rst_n)  last_byte_exec  <= 1'b0;
    else begin
        if(rd_point_wr == (wr_point-1) && (wr_point != {WRSIZE{1'b0}}))
            last_byte_exec <= 1'b1;
        else if(rd_point_wr == (WDEPTH-1) && (wr_point == {WRSIZE{1'b0}}) )
            last_byte_exec <= 1'b1;
        else
            last_byte_exec <= 1'b0;
    end
localparam  TMP_SFBIT   = SFBIT>0? SFBIT : 1 ;
reg     last_reg;
always@(posedge rd_clk )
    if(~rst_n)  last_reg    <= 1'b0;
    else begin
        if(SFBIT>0)begin
            if( &rd_point[TMP_SFBIT-1:0] && last_byte_exec)
                    last_reg    <= rd_en || inner_rd_en;
            else    last_reg    <= 1'b0;
        end else begin
            last_reg    <= last_byte_exec && (rd_en||inner_rd_en);
        end
    end
assign rd_last_reg  = last_reg;
reg     wr_last_exec;
always@(posedge wr_clk )
    if(~rst_n)  wr_last_exec    <= 1'b0;
    else begin
        if(wr_point == (rd_point_wr-1) && rd_point_wr != 0 )
                wr_last_exec    <= wr_en;
        else if(wr_point == (WDEPTH-1) && rd_point_wr == 0)
                wr_last_exec    <= wr_en;
        else    wr_last_exec    <= 1'b0;
    end
assign wr_last  = wr_last_exec;
reg [DSIZE-1:0]	data [RDEPTH-1:0];
always@(posedge wr_clk )begin:MEM_BLOCK
integer	II;
	if(~rst_n)begin
		for(II=0;II<RDEPTH;II=II+1)
			data[II]	<= DEF_VALUE;
	end else begin
		if(wr_en && !full_flag)begin
			for(II=0;II<NSIZE;II=II+1)
				data[wr_point*NSIZE+II]	<= wr_data[DSIZE*(NSIZE-1-II)+:DSIZE];
		end else begin
			for(II=0;II<RDEPTH;II=II+1)
				data[II]	<= data[II];
end end end
reg [DSIZE-1:0]		rd_data_reg;
always@(posedge rd_clk )
	if(~rst_n)		rd_data_reg	<= DEF_VALUE;
	else begin
        if(rd_en||inner_rd_en)
                rd_data_reg	<= data[rd_point];
        else    rd_data_reg <= rd_data_reg;
    end
reg [9-1:0]	wr_cnt_reg,rd_cnt_reg;
always@(posedge wr_clk )
	if(~rst_n)	wr_cnt_reg	<= {(5*NSIZE){1'b0}};
	else if(full_flag)
				wr_cnt_reg	<= DEPTH<<SFBIT;
	else if(empty_flag)
				wr_cnt_reg	<= {(5*NSIZE){1'b0}};
	else if(wr_step^rd_step)
				wr_cnt_reg	<= ((DEPTH+wr_point)<<SFBIT)-rd_point;
	else		wr_cnt_reg	<= (wr_point<<SFBIT) - rd_point;
always@(posedge rd_clk )
	if(~rst_n)	rd_cnt_reg	<= {(5*NSIZE){1'b0}};
	else if(empty_flag)
				rd_cnt_reg	<= {(5*NSIZE){1'b0}};
	else if(wr_step^rd_step)
				rd_cnt_reg	<= ((DEPTH+wr_point)<<SFBIT)-rd_point;
	else		rd_cnt_reg	<= (wr_point<<SFBIT) - rd_point;
assign	wr_full			= full_flag;
assign	wr_almost_full	= almost_full_flag;
assign	rd_almost_empty	= almost_empty_flag;
assign	wr_count	= wr_cnt_reg[9-1:SFBIT];
logic[DSIZE-1:0]        ff_rd_data;
logic                   ff_rd_data_vld;
logic                   ff_rd_last;
logic[9-1:0]            ff_rd_count;
always@(posedge rd_clk )
    if(~rst_n)      ff_rd_data_vld  <= 1'b0;
    else begin
        case({ff_rd_data_vld,rd_en,!empty_flag})
        3'b000: ff_rd_data_vld  <= 1'b0;
        3'b001: ff_rd_data_vld  <= 1'b1;
        3'b010: ff_rd_data_vld  <= 1'b0;
        3'b011: ff_rd_data_vld  <= 1'b1;
        3'b100: ff_rd_data_vld  <= 1'b1;
        3'b101: ff_rd_data_vld  <= 1'b0;
        3'b110: ff_rd_data_vld  <= 1'b0;
        3'b111: ff_rd_data_vld  <= 1'b1;
        default:ff_rd_data_vld  <= 1'b0;
        endcase
    end
always@(posedge rd_clk )
    if(~rst_n)      ff_rd_data  <= 1'b0;
    else begin
        case({ff_rd_data_vld,rd_en,!empty_flag})
        3'b000: ff_rd_data  <= ff_rd_data;
        3'b001: ff_rd_data  <= rd_data_reg;
        3'b010: ff_rd_data  <= ff_rd_data;
        3'b011: ff_rd_data  <= rd_data_reg;
        3'b100: ff_rd_data  <= ff_rd_data;
        3'b101: ff_rd_data  <= ff_rd_data;
        3'b110: ff_rd_data  <= ff_rd_data;
        3'b111: ff_rd_data  <= rd_data_reg;
        default:ff_rd_data  <= ff_rd_data;
        endcase
    end
always@(posedge rd_clk )
    if(~rst_n)      inner_rd_en  <= 1'b0;
    else begin
        case({ff_rd_data_vld,rd_en,!empty_flag})
        3'b000: inner_rd_en  <= 1'b0;
        3'b001: inner_rd_en  <= 1'b1;
        3'b010: inner_rd_en  <= 1'b0;
        3'b011: inner_rd_en  <= 1'b1;
        3'b100: inner_rd_en  <= 1'b0;
        3'b101: inner_rd_en  <= 1'b0;
        3'b110: inner_rd_en  <= 1'b0;
        3'b111: inner_rd_en  <= 1'b1;
        default:inner_rd_en  <= 1'b0;
        endcase
    end
always@(posedge rd_clk )
    if(~rst_n)  ff_rd_last  <= 1'b0;
    else begin
        if(inner_rd_en)
                ff_rd_last  <= last_reg;
        else    ff_rd_last  <= ff_rd_last;
    end
always@(posedge rd_clk )
    if(~rst_n)  ff_rd_count <= 9'd0;
    else begin
        if(ff_rd_data_vld)
                ff_rd_count <= rd_cnt_reg+1'b1;
        else    ff_rd_count <= rd_cnt_reg;
    end
assign	rd_vld	= ff_rd_data_vld;
assign	rd_empty= !ff_rd_data_vld;
assign	rd_data	= ff_rd_data;
assign  rd_last = ff_rd_last;
assign  rd_count= ff_rd_count;
endmodule
==> flow_summary.toml <==
# yosys + openroad results
[setup_path]
cp_slowest_cell = "dfxtp_1"
reg2reg_depth = 7
startpoint_type = "flop"
path_class = "reg -> reg"
worstPathCellList = "inv_2 > ha_1 > and3b_1 > or4_1 > nor3_2 > a31oi_1 > nor3_2"
cp-end-kind = "flop"
ff2ff_setup_slack_ps = 1120
max_stage_delay_ps = 680
worst-path-buf-inv = 1
cp.depth = 7
cp_data_arrival_time_ps = 2680
path_max_fanout = 13
cp.required_ps = 3810
crit_family = "simple AND/OR/NAND/NOR gates"
crit_top_cell = "nor3_2"

[floorplan]
io_pins = 36
fp_util_pct = 30.74
num_rows = 42
core_mm2 = 0.01324
dieArea_mm2 = 0.01404
die_h_um = 118.5
dieWidth_um = 118.5

[yosys]
ys_seq_elements = 79
synth.yosys.num_cells = 447
ys_chip_area_mm2 = 0.004070
synth_cell_types = 54
yosysTopAreaCell = "dfxtp_1"
ys_sh_xor_pct = 5.595
synthMostInstantiatedCell = "dfxtp_1"
synth_area_mm2 = 0.004070
synth.top_cell.area_share_pct = 35.41
avgSynthCellArea_um2 = 9.105
mux_share_pct = 9.591
flop_cell = "dfxtp_1"
edf_count = 7
ys_warn_count = 2
ys_top_logic_family = "simple AND/OR/NAND/NOR gates"
syn_inst = 447
ys_seq_share_pct = 40.58
ys_sh_adder_pct = 7.685
ys_async_sr_fraction_pct = 0
ys_sh_simple_pct = 21.43
area_leaders = "dfxtp_1 (35%), ha_1 (7.7%), nand2_1 (5.3%), edfxtp_1 (5.2%), mux4_2 (5.0%)"
yosys-top-cells-count = "dfxtp_1 (72), nand2_1 (57), nor2_1 (40), a21oi_1 (32), o21ai_0 (29)"
ys_sh_aoi_pct = 10.67

[power]
p_leak_nw = 1.745
p_sw_share_pct = 21.34
power_mw = 1.935
p_switching_uw = 412.9
clock_power_share_pct = 48.2
peakVddDrop_v = 0.0002020
powerDensity_mw_per_mm2 = 396.5
p_int_mw = 1.522
comb_power_share_pct = 5.0
p_seq_share_pct = 46.8

[placement]
portBuffers = 34
dp_hpwl_mm = 6.423
gp_congestion = 0.8662

[global_route]
grt_usage_pct = 13.70
grt_pass1_vias = 3034
grt-ovfl-total = 0
grt_max_degree = 25
grt_pass1_wl_mm = 15.19
antenna_found_initial = 0

[timing]
finClkSkew_ps = 10.39
slew_violations = 0
setup_viol = 0
fin_tns_setup_ps = 0
relSlewSlack_pct = 44.07
rsz0062_at_grt = "no"
hold_violations = 0
tightest_slew_ps = 837.0

[drt]
antenna_left = 0
dr.pass1.iters = 4
drtIter0Drc = 346
wl_mm = 8.968
vias = 3197
routed_via_density = 4.866
n_antenna_cell = 0
routedWlPerCell_um = 13.65
drc = 0

[job]
maxCapViolations = 0
warnings = 37

[layout]
fin_util_pct = 36.84
mi_logic_area_mm2 = 0.002237
regArea_mm2 = 0.001652
fillers = 1335
syn_to_final_growth_pct = 19.86
top_regs = "data: 16 flops, rd_b_flag: 16 flops"
drive_gt1_share_pct = 9.771

[hold_path]
hold_class = "reg -> reg"
whs_path_depth = 2

[clock_network]
clkTransAtPathRegs_ps = 60
hold_buffers = 0
tritoncts = "done"
postCtsSetupBuffers = 0
cts_sinks = 79
ctsResizeCount = 0

[run_status]
outcome = "completed"
[worst paths after layout]
| check | startpoint | endpoint |
|---|---|---|
| setup / recovery | rd_point[3]$_SDFFE_PN0P_ | wr_count[4]$_SDFF_PP0_ |
| hold / removal | rd_data_reg$_SDFFE_PN0N_ | rd_data_reg$_SDFFE_PN0N_ |
| setup reg to reg | rd_point[3]$_SDFFE_PN0P_ | wr_count[4]$_SDFF_PP0_ |
| hold reg to reg | rd_data_reg$_SDFFE_PN0N_ | rd_data_reg$_SDFFE_PN0N_ |
| max in group clk0 | rd_en | rd_point[2]$_SDFFE_PN0P_ |
| min in group clk1 | data[6]$_DFF_P_ | data[6]$_DFF_P_ |
[kinds of logic (layout without fill, tap and decap cells)]
| kind of cell | after synthesis | count (layout) |
|---|---|---|
| AOI/OAI and AO/OA | 76 | 76 |
| xor gates and xnor gates | 26 | 26 |
| adders and majority gates | 25 | 25 |
| buffers and inverters | 41 | 75 |
| DFF | 79 | 79 |
| muxes | 26 | 26 |
| and+or+nand+nor | 174 | 174 |
[worst register-to-register path, delay by kind of cell, from the launching register on]
family                   cells  cell delay, ps
AND/OR/NAND/NOR              4             990
flip-flops                   1             680
adder cells (fa/ha/maj)      1             400
buffers and inverters        1             240
AND-OR/OR-AND                1              90
[power by group through the flow]
stage / clock, mW / combinational (mW) / sequential (mW)
6_report: 0.933 / 0.0959 / 0.906
5_1_grt: 0.993 / 0.107 / 0.907
4_1_cts: 0.954 / 0.0957 / 0.906
[through the flow]
| step | area, um2 | setup WS [ps] | cells | hold WS [ps] |
|---|---|---|---|---|
| 2_1_floorplan | 4070 | 1585 | 447 | 406.8 |
| 3_3_place_gp | 4569 | 930.4 | 641 | 441.1 |
| 3_5_place_dp | 4569 | 899.5 | 641 | 453.3 |
| 4_1_cts | 4878 | 1116 | 657 | 460.1 |
| 5_1_grt | 4878 | 959.5 | 657 | 478.3 |
| 6_report | 4878 | 1122 | 657 | 458.3 |
[area by class of cell]
cell class / instances / area share (%)
repair buffers: 41 / 8.053
flip-flops and latches: 79 / 33.85
multi-input cells: 327 / 45.86
clock buffers: 11 / 5.206
inverters: 18 / 1.385
clock inverters: 5 / 1.128
well taps: 176 / 4.514
[layout by cell type (no fill, tap or decap), types with 12 or more instances in the layout]
master,netlist,final
nor2_1,40,40
dfxtp_1,72,72
o21ai_0,29,29
clkdlybuf4s50_1,0,34
nand2_1,57,57
xnor2_1,17,17
nand3_1,15,15
ha_1,25,25
nor3_1,12,12
inv_1,16,16
a21oi_1,32,32
mux2i_1,14,14
[routing by layer]
layer	GRT usage, %	up-vias	share of wire, %
li1	-	1621	-
met1	22.05	1491	52
met2	19.26	77	42
met3	3.593	8	5.9
met4	1.661	0	0.91
met5	0	-	0
