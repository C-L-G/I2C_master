==> ./design.v <==
interface common_interface #(
    parameter   CSIZE = 4,
    parameter   LSIZE = 24,
    parameter   DSIZE = 32,
    parameter   ASIZE = 10
)(
    input       clock,
    input       rst_n,
    input       clk_en
);
logic               cmd_vld;
logic[ASIZE-1:0]    addr;
logic[LSIZE-1:0]    burst_len;
logic               cmd_ready;
logic               finish;
logic[CSIZE-1:0]    cmd;
logic[4:0]          status;
logic                  wr_vld     ;
logic[DSIZE-1:0]       wr_data    ;
logic                  wr_ready   ;
logic                  wr_last    ;
logic                  rd_ready  ;
logic                  rd_vld    ;
logic[DSIZE-1:0]       rd_data   ;
logic                  rd_last   ;
modport master (
    input       clock,
    input       rst_n,
    input       clk_en,
    output      cmd_vld,
    output      addr,
    output      burst_len,
    input       cmd_ready,
    input       finish,
    output      cmd,
    input       status,
    output      wr_vld  ,
    output      wr_data ,
    input       wr_ready,
    output      wr_last ,
    output      rd_ready,
    input       rd_vld  ,
    input       rd_data ,
    input       rd_last
);
modport slaver (
    input       clock,
    input       rst_n,
    input       clk_en,
    input       cmd_vld,
    input       addr,
    input       burst_len,
    input       cmd_ready,
    input       finish,
    input       cmd,
    output      status,
    input       wr_vld  ,
    input       wr_data ,
    output      wr_ready,
    input       wr_last ,
    input       rd_ready,
    output      rd_vld  ,
    output      rd_data ,
    output      rd_last
);
endinterface
interface data_inf #(
    parameter DSIZE = 8
)(
);
logic                   valid   ;
logic                   ready   ;
logic[DSIZE-1:0]        data    ;
modport master (
output  valid,
output  data,
input   ready
);
modport slaver (
input   valid,
input   data,
output  ready
);
endinterface
package parameter_package;
localparam  [4-1:0]         CMD_IDLE    = 4'd0,
                            CMD_START   = 4'd1,
                            CMD_1       = 4'd2,
                            CMD_0       = 4'd3,
                            CMD_STOP    = 4'd4,
                            CMD_ACK     = 4'd5,
                            CMD_WR      = 4'd6,
                            CMD_RD      = 4'd7,
                            CMD_L0      = 4'd8,         
                            CMD_L1      = 4'd9,
                            CMD_OSCL    = 4'd10,       
                            CMD_MACK    = 4'd11;
localparam  [2:0]   RECV_CMD_START   = 3'd1,
                    RECV_CMD_1       = 3'd2,
                    RECV_CMD_0       = 3'd3,
                    RECV_CMD_STOP    = 3'd4;
endpackage
`timescale 1ns/1ps
module fifo_1ton #(
	parameter				DSIZE		= 1	,
	parameter				NSIZE		= 8	,	 
	parameter				DEPTH		= 2	,	 
	parameter				ALMOST		= 2	,
	parameter[DSIZE-1:0]	DEF_VALUE 	= 0
)(
	input					wr_clk			,
	input					wr_rst_n        ,
	input					wr_en           ,
	input [DSIZE-1:0]	    wr_data         ,
	output					wr_full         ,
    output                  wr_last         ,
	output					wr_almost_full  ,
	output[5*NSIZE-1:0]		wr_count        ,
	input					rd_clk          ,
	input					rd_rst_n		,
	input					rd_en           ,
	output[DSIZE*NSIZE-1:0]	rd_data         ,
	output					rd_empty        ,
    output                  rd_last         ,
	output					rd_almost_empty ,
	output[4:0]		        rd_count        ,
	output					rd_vld
);
wire	rst_n;
assign	rst_n	= wr_rst_n && rd_rst_n;
localparam	RDEPTH	= DEPTH,
			WDEPTH	= DEPTH * NSIZE;
reg 	full_flag,empty_flag;
reg 	wr_step,rd_step;
localparam	WRSIZE	= 	(WDEPTH<=16)?  4 :
						(WDEPTH<=32)?  5 :
      					(WDEPTH<=64)?  6 :
						(WDEPTH<=128)? 7 : 8;
localparam	RRSIZE	= 	(RDEPTH<=16)?  4 :
						(RDEPTH<=32)?  5 :
      					(RDEPTH<=64)?  6 :
						(RDEPTH<=128)? 7 : 8;
localparam	SFBIT	= 	(NSIZE == 1)?  0 :
						(NSIZE == 2)?  1 :
      					(NSIZE == 4)?  2 :
						(NSIZE == 8)?  3 : 4;
reg	[WRSIZE-1:0]	wr_point;
reg [RRSIZE-1:0]	rd_point;
reg [RDEPTH-1:0]    rd_b_flag;
reg [WDEPTH-1:0]    wr_b_flag;
wire[WRSIZE-1:0]           rd_point_wr;
wire[RRSIZE-1:0]           wr_point_rd;
assign rd_point_wr  = (rd_point<<SFBIT)+{SFBIT{1'b1}};
assign wr_point_rd  = wr_point>>SFBIT;
always@(posedge wr_clk )begin
    if(~rst_n)  wr_b_flag   <= {WDEPTH{1'b0}};
    else begin
        if(wr_en)begin
            if(wr_b_flag[wr_point] == rd_b_flag[wr_point_rd])
                    wr_b_flag[wr_point] <= !wr_b_flag[wr_point];
            else    wr_b_flag[wr_point] <= wr_b_flag[wr_point];
        end else    wr_b_flag           <= wr_b_flag;
end end
always@(posedge rd_clk )begin
    if(~rst_n)  rd_b_flag   <= {RDEPTH{1'b0}};
    else begin
        if(rd_en)begin
            if(rd_b_flag[rd_point] != wr_b_flag[rd_point_wr])
                    rd_b_flag[rd_point] <= ~rd_b_flag[rd_point];
            else    rd_b_flag[rd_point] <= rd_b_flag[rd_point];
        end else    rd_b_flag           <= rd_b_flag;
end end
wire	rd_down_wr,wr_up_rd;
assign	rd_down_wr	= rd_b_flag[rd_point] != wr_b_flag[rd_point_wr];
assign	wr_up_rd	= wr_b_flag[wr_point] == rd_b_flag[wr_point_rd];
always@(posedge wr_clk )
	if(~rst_n)		wr_point	<= {WRSIZE{1'b0}};
	else begin
		if(wr_en && wr_up_rd)begin
			if(wr_point == WDEPTH-1)
					wr_point	<= {WRSIZE{1'b0}};
			else	wr_point	<= wr_point + 1'b1;
		end else 	wr_point	<= wr_point;
	end
always@(posedge rd_clk )
	if(~rst_n)		rd_point	<= {RRSIZE{1'b0}};
	else begin
		if(rd_en && rd_down_wr)begin
			if(rd_point == RDEPTH-1)
					rd_point	<= {RRSIZE{1'b0}};
			else	rd_point	<= rd_point + 1'b1;
		end else	rd_point	<= rd_point;
	end
always@(posedge wr_clk )
	if(~rst_n)		wr_step	<= 1'b0;
	else begin
		if(wr_point == WDEPTH-1 && wr_en && !full_flag)
					wr_step	<= ~wr_step;
		else		wr_step	<= wr_step;
	end
always@(posedge rd_clk )
	if(~rst_n)		rd_step	<= 1'b0;
	else begin
		if(rd_point == RDEPTH-1 && rd_en && !empty_flag)
					rd_step	<= ~rd_step;
		else		rd_step	<= rd_step;
	end
always@(posedge wr_clk )
	if(~rst_n)	full_flag	<= 1'b0;
	else 		full_flag	<= wr_b_flag[wr_point] != rd_b_flag[wr_point>>SFBIT];
always@(posedge rd_clk )
	if(~rst_n)	empty_flag	<= 1'b1;
	else 		empty_flag	<= rd_b_flag[rd_point] == wr_b_flag[rd_point_wr];
reg 	almost_full_flag,almost_empty_flag;
always@(posedge wr_clk )
	if(~rst_n)	almost_full_flag	<= 1'b0;
	else 		almost_full_flag	<= {wr_step^rd_step,wr_point} >= ((WDEPTH-ALMOST) + (rd_point<<SFBIT));
always@(posedge rd_clk )
	if(~rst_n)	almost_empty_flag	<= 1'b1;
	else 		almost_empty_flag	<= {wr_step^rd_step,wr_point} <= {ALMOST+rd_point,{SFBIT{1'b0}}};
reg     last_byte_exec;
always@(posedge wr_clk )
    if(~rst_n)  last_byte_exec  <= 1'b0;
    else begin
        if(wr_point_rd == (rd_point-1) && (rd_point != {RRSIZE{1'b0}}))
            last_byte_exec <= 1'b1;
        else if(wr_point_rd == (RDEPTH-1) && (rd_point == {RRSIZE{1'b0}}) )
            last_byte_exec <= 1'b1;
        else
            last_byte_exec <= 1'b0;
    end
reg     wr_last_reg;
always@(posedge wr_clk )
    if(~rst_n)  wr_last_reg    <= 1'b0;
    else begin
        if(SFBIT>0)begin
            if( &wr_point[SFBIT-1:0] && last_byte_exec)
                    wr_last_reg    <= wr_en;
            else    wr_last_reg    <= 1'b0;
        end else begin
            wr_last_reg    <= last_byte_exec && wr_en;
        end
    end
assign wr_last  = wr_last_reg;
reg     rd_last_exec;
always@(posedge rd_clk )
    if(~rst_n)  rd_last_exec    <= 1'b0;
    else begin
        if(rd_point == (wr_point_rd-1) && wr_point_rd != 0 )
                rd_last_exec    <= rd_en;
        else if(rd_point == (RDEPTH-1) && wr_point_rd == 0)
                rd_last_exec    <= rd_en;
        else    rd_last_exec    <= 1'b0;
    end
assign rd_last  = rd_last_exec;
reg [DSIZE-1:0]	data [WDEPTH-1:0];
always@(posedge wr_clk )begin:MEM_BLOCK
integer	II;
	if(~rst_n)begin
		for(II=0;II<WDEPTH;II=II+1)
			data[II]	<= DEF_VALUE;
	end else begin
		if(wr_en)begin
            data[wr_point]  <= wr_data;
		end else begin
			for(II=0;II<WDEPTH;II=II+1)
				data[II]	<= data[II];
end end end
reg [DSIZE*NSIZE-1:0]		rd_data_reg;
always@(posedge rd_clk )begin:READ_BLOCK
integer KK;
	if(~rst_n)		rd_data_reg	<= DEF_VALUE;
	else begin
        for(KK=0;KK<NSIZE;KK=KK+1)
    	   rd_data_reg[(NSIZE-KK-1)*DSIZE+:DSIZE]    <= rd_en? data[rd_point*NSIZE+KK] : rd_data_reg[(NSIZE-KK-1)*DSIZE+:DSIZE];
end end
reg [5*NSIZE-1:0]	wr_cnt_reg,rd_cnt_reg;
always@(posedge wr_clk )
	if(~rst_n)	wr_cnt_reg	<= 5'd0;
	else if(full_flag)
				wr_cnt_reg	<= WDEPTH;
	else if(wr_step^rd_step)
				wr_cnt_reg	<= (WDEPTH+wr_point)-(rd_point<<SFBIT);
	else		wr_cnt_reg	<= wr_point - (rd_point<<SFBIT);
always@(posedge rd_clk )
	if(~rst_n)	rd_cnt_reg	<= 5'd0;
	else if(full_flag)
				rd_cnt_reg	<= DEPTH;
	else if(empty_flag)
				rd_cnt_reg	<= 5'd0;
	else if(wr_step^rd_step)
				rd_cnt_reg	<= (WDEPTH+wr_point)-(rd_point<<SFBIT);
	else		rd_cnt_reg	<= wr_point - (rd_point<<SFBIT);
wire 	rd_en_lat2	;
latency #(
	.LAT		(1		),
	.DSIZE		(1		)
)latency_inst(
	.clk		(rd_clk			),
	.rst_n      (rst_n			),
	.d          (rd_en			),
	.q          (rd_en_lat2		)
);
assign	rd_vld	= rd_en_lat2 && !empty_flag;
assign	wr_full			= full_flag;
assign	rd_empty		= empty_flag;
assign	wr_almost_full	= almost_full_flag;
assign	rd_almost_empty	= almost_empty_flag;
assign	rd_data		= rd_data_reg;
assign	wr_count	= wr_cnt_reg;
assign	rd_count	= rd_cnt_reg[5*NSIZE-1:SFBIT];
endmodule
`timescale 1ns/1ps
module latency #(
	parameter	LAT		= 2,
	parameter	DSIZE	= 1
)(
	input					clk,
	input					rst_n,
	input [DSIZE-1:0]		d,
	output[DSIZE-1:0]		q
);
reg	[DSIZE-1:0]		ltc		[LAT-1:0];
generate
if(LAT > 0)begin
always@(posedge clk )begin:GEN_LAT
integer II;
	if(~rst_n)begin
		for(II=0;II<LAT;II=II+1)
			ltc[II]		<= {DSIZE{1'b0}};
	end else begin
		ltc[0]	<= d;
		for(II=1;II<LAT;II=II+1)
			ltc[II]		<= ltc[II-1];
end end
assign	q	= ltc[LAT-1];
end else begin
assign	q	= d;
end
endgenerate
endmodule
==> ./run.sh <==
#!/bin/bash
# OpenROAD 26Q1-2900-gdf79404cd8, Yosys 0.63+post, stock flow scripts
make -C /OpenROAD-flow-scripts/flow DESIGN_CONFIG=/design/flow/config.mk WORK_HOME=/design/flow/orfs finish
==> ./config.mk <==
export PLATFORM = sky130hd
export DESIGN_NAME = fifo_1ton
export DESIGN_NICKNAME = fifo_1ton
export VERILOG_FILES = /design/flow/design.v
export SDC_FILE = /design/flow/constraint.sdc
export NUM_CORES = 4
export LEC_CHECK = 1
export CORE_UTILIZATION = 50
==> ./constraint.sdc <==
current_design fifo_1ton

set clk_period 2.2
set clk_io_pct 0.2

create_clock -name clk0 -period $clk_period [get_ports {rd_clk}]
create_clock -name clk1 -period $clk_period [get_ports {wr_clk}]

set non_clock_inputs [all_inputs -no_clocks]
set_input_delay [expr $clk_period * $clk_io_pct] -clock clk0 $non_clock_inputs
set_output_delay [expr $clk_period * $clk_io_pct] -clock clk0 [all_outputs]
==> notes.md <==
Purpose: to document the outcome of synthesis and place and route.

STA
Setup repair after global routing left no endpoint under its margin. The slew at the pin closest to its max-slew limit is 572 ps. The worst path setup slack after routing is 193 ps. The final-layout setup total negative slack is 0 ps. Clock skew on the completed layout was measured at 7.85 ps. The final count of hold timing violations is 0. The number of failing setup endpoints in the final timing report is 0.

The max-slew violation total from the final report is 0. Across all checked pins, the minimum headroom to the slew limit is 61.8%.

Finish
The share of cells above drive strength 1 is 7.77%. The post-synthesis to final-layout area growth is 17.4%. The count of non-filler cells in the finished layout is 588. In the final layout, the registers with the most flip-flops are data x16, wr_b_flag x16. The area taken by sequential standard cells is reported as 0.00153 mm². The filler cell count is 622. Per the layout area report, the combinational gate area comes to 0.00199 mm².

Run
The number of maximum-capacitance violations is 0. The tool warning count for the run is 39.

Critical path
The startpoint identified for the worst register-to-register timing path is wr_point[1]$_SDFFE_PN0P_. Per the timing report, the biggest fanout along the worst path comes to 8. The required time of the critical path is 2430 ps. Looking at the setup timing report, the critical path kind is flip-flop to flip-flop.

The worst setup path is captured at a flip-flop. The startpoint kind of the worst setup timing path is a flip-flop. According to the timing report, the critical path is launched from wr_point[1]$_SDFFE_PN0P_.

According to the timing report, the arrival time at the worst endpoint equals 2240 ps.

Placed design
The pre-CTS setup slack is 147 ps. RePlAce ended its routability-driven mode at a weighted congestion of 0.858. Per the placement log, port buffering inserted 65 buffers. Including well taps, the total number of placed cells is 576. The post-DP HPWL is 6230 µm.

Floorplanning
The die is 90.6 µm wide. The starting density of the core is 53.0%. Measured along the y axis, the die boundary spans 90.6 µm. 67 I/O pins were placed.

In this run the full chip footprint comes out at 0.00821 mm². The floorplan has 31 rows. The area of the core is 0.00741 mm².

Drt
The first routing iteration left 95 violations. After detailed routing, the number of vias per cell comes to 5.24. The detailed router placed 3,082 vias in this run. The detailed-routing iteration count for the pre-antenna-repair pass is 4.

The total DRC errors in the routed layout is 0. The wire length reported by the detailed router is 8620 µm. Nets still carrying antenna violations after routing amount to 0. The number of diodes added for antenna fixing is 0. For this sky-water flow run, the detailed-routed wirelength per cell is reported as 14.7 µm.

Hold path
The hold path startpoint is wr_b_flag[12]$_SDFFE_PN0P_. The type of the most critical hold path is flip-flop to flip-flop.

Run status
The run finished with clean final reports.

Synth
The cell count after synthesis is 453. Warnings reported by Yosys during synthesis add up to 3. The area fraction of the dominant cell type after synthesis is 33.6%. After synthesis, the most frequently instantiated cells are dfxtp_1 (66), nor2_1 (63), nand2_1 (49). The leading register cell type out of synthesis is dfxtp_1. Yosys attributes the largest share of cell area to dfxtp_1 (34%), mux2i_1 (8.7%), ha_1 (6.4%). After synthesis the cells add up to 0.00393 mm². Per the synthesis report, the number of distinct cell types is 52. The number of cells reported by Yosys stat comes to 453. The most frequent cell after synthesis is dfxtp_1. For reference, the post-synthesis area per instance comes to 8.67 µm².

The Yosys chip area is 0.00393 mm². The number of synthesized register bits is 73. After synthesis, the share of flip-flops with an asynchronous set or reset is 0%. The cell type with the highest aggregate area in the netlist is dfxtp_1. The post-synth count of flops with an enable pin is 7. The sequential area share after synthesis is 39.0%.

Clock network
The number of buffers inserted to repair setup after CTS is 0. The clock drives 73 sinks. After clock tree synthesis, the clock-pin slew on the worst setup and hold paths is 100 ps.

Post-CTS repair changed the size of 0 cells. The hold-fix buffer count after cts is 0. The clock tree from TritonCTS is done.

GRT
The number of global-route vias before repair is 2,740. The maximum number of pins on one net before global-route repair is 34. The first-pass GRT wire length is 14,000 µm. The initial antenna violation count is 0. The global routing usage summed across all routing layers is 21.8%. After global routing the overflow that remains totals 0.

Power and ir drop
The power report puts the leakage power at 1.62 nW. The script computed a power per unit cell area of 529 mW/mm². The peak ir drop on the vdd network is 0.322 mV.
report_power, final:
part	total, mW	switching, mW	internal [mW]
clock network	0.885	0.486	0.398
registers	1.36	0.00711	1.36
logic	0.191	0.115	0.0758
cell families (layout without fill, tap and decap cells):
group	after synthesis	count (layout)	share of synthesized area, %
AND/OR/NAND/NOR	173	173	20.9
flip-flops	73	73	39.0
AND-OR/OR-AND	71	71	11.4
buffers and inverters	67	103	10.2
multiplexers	35	35	9.02
adder cells (fa/ha/maj)	20	20	6.37
XOR/XNOR	14	14	3.12
worst max-delay path: stages (launching register included):
cell,delay (ps)
dfxtp_1,350
inv_1,80
ha_1,330
and2b_1,330
a21oi_1,110
o22ai_1,190
and2_1,280
nand4_1,130
a21oi_1,140
final cells by class:
| type | count | area share [%] |
|---|---|---|
| clock buffers | 9 | 2.69 |
| clock inverters | 3 | 0.624 |
| inverters | 13 | 1.06 |
| multi-input cells | 313 | 43.2 |
| flip-flops and latches | 73 | 33.2 |
| well taps | 99 | 2.69 |
| repair buffers | 78 | 16.5 |
per-stage QoR:
step,hold WS [ps],instance area (µm²),util [%],power [mW]
floorplan,424,3930,-,1.52
global placement,451,4460,60.2,1.58
detailed placement,455,4460,60.2,1.58
CTS,469,4610,62.3,2.48
global route,502,4610,62.3,2.54
finish,466,4610,62.3,2.44
final timing paths:
kind / endpoint / slack, ps / cells past startpoint
worst max-delay path: wr_b_flag[8]$_SDFFE_PN0P_ / 190 / 8
worst min-delay path: wr_b_flag[12]$_SDFFE_PN0P_ / 470 / 2
worst max register to register: wr_b_flag[8]$_SDFFE_PN0P_ / 190 / 8
worst min register to register: wr_b_flag[12]$_SDFFE_PN0P_ / 470 / 2
max in group clk0: rd_count[2]$_SDFF_PP0_ / 240 / 7
min in group clk0: rd_data_reg[6]$_SDFFE_PN0P_ / 490 / 2
per-layer routing:
metal | up-vias | part of all wire, % | GRT usage, %
met5 | - | 0 | 0
met4 | 0 | 0.80 | 2.28
met3 | 4 | 5.9 | 4.02
met2 | 83 | 43 | 32.6
met1 | 1409 | 50 | 35.0
li1 | 1586 | - | -
cell usage in the layout (no fill, tap or decap), types with 2 or more instances in the layout:
| master | n |
|---|---|
| buf_4 | 12 |
| xnor2_1 | 9 |
| o21ai_0 | 16 |
| mux2i_1 | 34 |
| nor2_1 | 63 |
| dfxtp_1 | 66 |
| nor3_1 | 15 |
| nand4_1 | 2 |
| inv_2 | 4 |
| a211oi_1 | 8 |
| o21ai_1 | 4 |
| xor2_1 | 5 |
| a31oi_1 | 2 |
| ha_1 | 20 |
| and2_1 | 6 |
| a22oi_1 | 10 |
| or2_1 | 2 |
| o22ai_1 | 2 |
| edfxtp_1 | 7 |
| nor3b_1 | 2 |
| nand2_1 | 49 |
| nand2b_1 | 2 |
| a211o_1 | 2 |
| inv_1 | 9 |
| a21oi_1 | 20 |
| clkdlybuf4s50_1 | 65 |
| nor2b_1 | 7 |
| clkbuf_8 | 9 |
| nand3_1 | 12 |
No activity file was given, so power comes from the tool's default toggle rates.
