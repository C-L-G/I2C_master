$ cat /design/flow/run.sh
#!/bin/bash
# OpenROAD 26Q1-2900-gdf79404cd8, Yosys 0.63+post, stock flow scripts
make -C /OpenROAD-flow-scripts/flow DESIGN_CONFIG=/design/flow/config.mk WORK_HOME=/design/flow/orfs finish
$ cat /design/flow/config.mk
export PLATFORM = sky130hd
export DESIGN_NAME = fifo_nto1
export DESIGN_NICKNAME = fifo_nto1
export VERILOG_FILES = /design/flow/design.v
export SDC_FILE = /design/flow/constraint.sdc
export NUM_CORES = 4
export LEC_CHECK = 1
export CORE_UTILIZATION = 50
$ cat /design/flow/constraint.sdc
current_design fifo_nto1

set clk_period 2.4
set clk_io_pct 0.2

create_clock -name clk0 -period $clk_period [get_ports {rd_clk}]
create_clock -name clk1 -period $clk_period [get_ports {wr_clk}]

set non_clock_inputs [all_inputs -no_clocks]
set_input_delay [expr $clk_period * $clk_io_pct] -clock clk0 $non_clock_inputs
set_output_delay [expr $clk_period * $clk_io_pct] -clock clk0 [all_outputs]
$ cat /design/flow/design.v
interface common_interface #(
    parameter   CSIZE = 4,
    parameter   LSIZE = 24,
    parameter   DSIZE = 32,
    parameter   ASIZE = 10
)(
    input       clock,
    input       rst_n,
    input       clk_en
);
logic               cmd_vld;
logic[ASIZE-1:0]    addr;
logic[LSIZE-1:0]    burst_len;
logic               cmd_ready;
logic               finish;
logic[CSIZE-1:0]    cmd;
logic[4:0]          status;
logic                  wr_vld     ;
logic[DSIZE-1:0]       wr_data    ;
logic                  wr_ready   ;
logic                  wr_last    ;
logic                  rd_ready  ;
logic                  rd_vld    ;
logic[DSIZE-1:0]       rd_data   ;
logic                  rd_last   ;
modport master (
    input       clock,
    input       rst_n,
    input       clk_en,
    output      cmd_vld,
    output      addr,
    output      burst_len,
    input       cmd_ready,
    input       finish,
    output      cmd,
    input       status,
    output      wr_vld  ,
    output      wr_data ,
    input       wr_ready,
    output      wr_last ,
    output      rd_ready,
    input       rd_vld  ,
    input       rd_data ,
    input       rd_last
);
modport slaver (
    input       clock,
    input       rst_n,
    input       clk_en,
    input       cmd_vld,
    input       addr,
    input       burst_len,
    input       cmd_ready,
    input       finish,
    input       cmd,
    output      status,
    input       wr_vld  ,
    input       wr_data ,
    output      wr_ready,
    input       wr_last ,
    input       rd_ready,
    output      rd_vld  ,
    output      rd_data ,
    output      rd_last
);
endinterface
interface data_inf #(
    parameter DSIZE = 8
)(
);
logic                   valid   ;
logic                   ready   ;
logic[DSIZE-1:0]        data    ;
modport master (
output  valid,
output  data,
input   ready
);
modport slaver (
input   valid,
input   data,
output  ready
);
endinterface
package parameter_package;
localparam  [4-1:0]         CMD_IDLE    = 4'd0,
                            CMD_START   = 4'd1,
                            CMD_1       = 4'd2,
                            CMD_0       = 4'd3,
                            CMD_STOP    = 4'd4,
                            CMD_ACK     = 4'd5,
                            CMD_WR      = 4'd6,
                            CMD_RD      = 4'd7,
                            CMD_L0      = 4'd8,         
                            CMD_L1      = 4'd9,
                            CMD_OSCL    = 4'd10,       
                            CMD_MACK    = 4'd11;
localparam  [2:0]   RECV_CMD_START   = 3'd1,
                    RECV_CMD_1       = 3'd2,
                    RECV_CMD_0       = 3'd3,
                    RECV_CMD_STOP    = 3'd4;
endpackage
`timescale 1ns/1ps
module fifo_nto1 #(
	parameter				DSIZE		= 1	,
	parameter				NSIZE		= 8	,	 
	parameter				DEPTH		= 2	,	 
	parameter				ALMOST		= 2	,
	parameter[DSIZE-1:0]	DEF_VALUE 	= 0
)(
	input					wr_clk			,
	input					wr_rst_n        ,
	input					wr_en           ,
	input [DSIZE*NSIZE-1:0]	wr_data         ,
	output					wr_full         ,
    output                  wr_last         ,
	output					wr_almost_full  ,
	output[4:0]		        wr_count        ,
	input					rd_clk          ,
	input					rd_rst_n		,
	input					rd_en           ,
	output[DSIZE-1:0]		rd_data         ,
	output					rd_empty        ,
    output                  rd_last         ,
	output					rd_almost_empty ,
	output[9-1:0]		    rd_count        ,
	output					rd_vld
);
localparam	WDEPTH	= DEPTH,
			RDEPTH	= DEPTH * NSIZE;
wire	rst_n;
assign	rst_n	= wr_rst_n && rd_rst_n;
reg 	full_flag,empty_flag;
reg 	wr_step,rd_step;
localparam	WRSIZE	= 	(WDEPTH<=16)?  4 :
						(WDEPTH<=32)?  5 :
      					(WDEPTH<=64)?  6 :
						(WDEPTH<=128)? 7 : 8;
localparam	RRSIZE	= 	(RDEPTH<=16)?  4 :
						(RDEPTH<=32)?  5 :
      					(RDEPTH<=64)?  6 :
						(RDEPTH<=128)? 7 : 8;
localparam	SFBIT	= 	(NSIZE == 1)?  0 :
						(NSIZE == 2)?  1 :
      					(NSIZE == 4)?  2 :
						(NSIZE == 8)?  3 : 4;
reg	[WRSIZE-1:0]	wr_point;
reg [RRSIZE-1:0]	rd_point;
reg [RDEPTH-1:0]    rd_b_flag;
reg [WDEPTH-1:0]    wr_b_flag;
wire[WRSIZE-1:0]           rd_point_wr;
wire[RRSIZE-1:0]           wr_point_rd;
assign rd_point_wr  = (rd_point>>SFBIT);
assign wr_point_rd  = (wr_point<<SFBIT)+{SFBIT{1'b1}};
always@(posedge wr_clk )begin
    if(~rst_n)  wr_b_flag   <= {WDEPTH{1'b0}};
    else begin
        if(wr_en  )begin
            if(wr_b_flag[wr_point] == rd_b_flag[wr_point_rd])
                    wr_b_flag[wr_point] <= !wr_b_flag[wr_point];
            else    wr_b_flag[wr_point] <= wr_b_flag[wr_point];
        end else    wr_b_flag           <= wr_b_flag;
end end
always@(posedge rd_clk )begin
    if(~rst_n)  rd_b_flag   <= {RDEPTH{1'b0}};
    else begin
        if(rd_en && !rd_last && !rd_empty)begin
            if(rd_b_flag[rd_point] != wr_b_flag[rd_point_wr])
                    rd_b_flag[rd_point] <= ~rd_b_flag[rd_point];
            else    rd_b_flag[rd_point] <= rd_b_flag[rd_point];
        end else    rd_b_flag           <= rd_b_flag;
end end
wire	rd_down_wr,wr_up_rd;
assign	rd_down_wr	= rd_b_flag[rd_point] != wr_b_flag[rd_point_wr];          
assign	wr_up_rd	= wr_b_flag[wr_point] == rd_b_flag[wr_point_rd];         
always@(posedge wr_clk )
	if(~rst_n)		wr_point	<= {WRSIZE{1'b0}};
	else begin
		if(wr_en &&   !full_flag)begin
			if(wr_point == WDEPTH-1)
					wr_point	<= {WRSIZE{1'b0}};
			else	wr_point	<= wr_point + 1'b1;
		end else 	wr_point	<= wr_point;
	end
always@(posedge rd_clk )
	if(~rst_n)		rd_point	<= {RRSIZE{1'b0}};
	else begin
		if(rd_en &&   !rd_last && !rd_empty )begin
			if(rd_point == RDEPTH-1)
					rd_point	<= {RRSIZE{1'b0}};
			else	rd_point	<= rd_point + 1'b1;
		end else	rd_point	<= rd_point;
	end
always@(posedge wr_clk )
	if(~rst_n)		wr_step	<= 1'b0;
	else begin
		if(wr_point == WDEPTH-1 && wr_en && !full_flag)
					wr_step	<= ~wr_step;
		else		wr_step	<= wr_step;
	end
always@(posedge rd_clk )
	if(~rst_n)		rd_step	<= 1'b0;
	else begin
		if(rd_point == RDEPTH-1 && rd_en && !empty_flag)
					rd_step	<= ~rd_step;
		else		rd_step	<= rd_step;
	end
reg	[WRSIZE-1:0]	next_wr_point;
wire[RRSIZE-1:0]    next_wr_point_rd;
assign next_wr_point_rd  = (next_wr_point<<SFBIT)+{SFBIT{1'b1}};
always@(posedge wr_clk )
	if(~rst_n)		next_wr_point	<= {WRSIZE{1'b0}}+1'b1;
	else begin
		if(wr_en &&   !full_flag)begin
			if(next_wr_point == WDEPTH-1)
					next_wr_point	<= {WRSIZE{1'b0}};
			else	next_wr_point	<= next_wr_point + 1'b1;
		end else 	next_wr_point	<= next_wr_point;
	end
always@(posedge wr_clk )
	if(~rst_n)	full_flag	<= 1'b0;
    else begin
        if(wr_en && !full_flag)
                full_flag	<= wr_b_flag[next_wr_point] != rd_b_flag[next_wr_point_rd];
        else    full_flag	<= wr_b_flag[wr_point] != rd_b_flag[wr_point_rd];
    end
always@(posedge rd_clk )
	if(~rst_n)	empty_flag	<= 1'b1;
	else 		empty_flag	<= rd_b_flag[rd_point] == wr_b_flag[rd_point_wr];
reg 	almost_full_flag,almost_empty_flag;
always@(posedge wr_clk )
	if(~rst_n)	almost_full_flag	<= 1'b0;
	else 		almost_full_flag	<= {wr_step^rd_step,wr_point} >= (((WDEPTH-ALMOST)<<SFBIT) + rd_point);
always@(posedge rd_clk )
	if(~rst_n)	almost_empty_flag	<= 1'b1;
	else begin
        if(SFBIT>0)
            almost_empty_flag	<= {wr_step^rd_step,wr_point,{SFBIT{1'b0}}} <= (ALMOST+rd_point);
        else
            almost_empty_flag	<= {wr_step^rd_step,wr_point} <= (ALMOST+rd_point);
    end
reg     last_byte_exec;
always@(posedge rd_clk )
    if(~rst_n)  last_byte_exec  <= 1'b0;
    else begin
        if(rd_point_wr == (wr_point-1) && (wr_point != {WRSIZE{1'b0}}))
            last_byte_exec <= 1'b1;
        else if(rd_point_wr == (WDEPTH-1) && (wr_point == {WRSIZE{1'b0}}) )
            last_byte_exec <= 1'b1;
        else
            last_byte_exec <= 1'b0;
    end
localparam  TMP_SFBIT   = SFBIT>0? SFBIT : 1 ;
reg     last_reg;
always@(posedge rd_clk )
    if(~rst_n)  last_reg    <= 1'b0;
    else begin
        if(SFBIT>0)begin
            if( &rd_point[TMP_SFBIT-1:0] && last_byte_exec)
                    last_reg    <= rd_en;
            else    last_reg    <= 1'b0;
        end else begin
            last_reg    <= last_byte_exec && rd_en;
        end
    end
assign rd_last  = last_reg;
reg     wr_last_exec;
always@(posedge wr_clk )
    if(~rst_n)  wr_last_exec    <= 1'b0;
    else begin
        if(wr_point == (rd_point_wr-1) && rd_point_wr != 0 )
                wr_last_exec    <= wr_en;
        else if(wr_point == (WDEPTH-1) && rd_point_wr == 0)
                wr_last_exec    <= wr_en;
        else    wr_last_exec    <= 1'b0;
    end
assign wr_last  = wr_last_exec;
reg [DSIZE-1:0]	data [RDEPTH-1:0];
always@(posedge wr_clk )begin:MEM_BLOCK
integer	II;
	if(~rst_n)begin
		for(II=0;II<RDEPTH;II=II+1)
			data[II]	<= DEF_VALUE;
	end else begin
		if(wr_en && !full_flag)begin
			for(II=0;II<NSIZE;II=II+1)
				data[wr_point*NSIZE+II]	<= wr_data[DSIZE*(NSIZE-1-II)+:DSIZE];
		end else begin
			for(II=0;II<RDEPTH;II=II+1)
				data[II]	<= data[II];
end end end
reg [DSIZE-1:0]		rd_data_reg;
always@(posedge rd_clk )
	if(~rst_n)		rd_data_reg	<= DEF_VALUE;
	else begin
        if(rd_en)
                rd_data_reg	<= data[rd_point];
        else    rd_data_reg <= rd_data_reg;
    end
reg [9-1:0]	wr_cnt_reg,rd_cnt_reg;
always@(posedge wr_clk )
	if(~rst_n)	wr_cnt_reg	<= {(5*NSIZE){1'b0}};
	else if(full_flag)
				wr_cnt_reg	<= DEPTH<<SFBIT;
	else if(empty_flag)
				wr_cnt_reg	<= {(5*NSIZE){1'b0}};
	else if(wr_step^rd_step)
				wr_cnt_reg	<= ((DEPTH+wr_point)<<SFBIT)-rd_point;
	else		wr_cnt_reg	<= (wr_point<<SFBIT) - rd_point;
always@(posedge rd_clk )
	if(~rst_n)	rd_cnt_reg	<= {(5*NSIZE){1'b0}};
	else if(empty_flag)
				rd_cnt_reg	<= {(5*NSIZE){1'b0}};
	else if(wr_step^rd_step)
				rd_cnt_reg	<= ((DEPTH+wr_point)<<SFBIT)-rd_point;
	else		rd_cnt_reg	<= (wr_point<<SFBIT) - rd_point;
wire 	rd_en_lat2	;
latency #(
	.LAT		(1		),
	.DSIZE		(1		)
)latency_inst(
	.clk		(rd_clk			),
	.rst_n      (rst_n			),
	.d          (rd_en && !rd_last && !rd_empty),
	.q          (rd_en_lat2		)
);
assign	rd_vld	= rd_en_lat2 && !empty_flag;
assign	wr_full			= full_flag;
assign	rd_empty		= empty_flag;
assign	wr_almost_full	= almost_full_flag;
assign	rd_almost_empty	= almost_empty_flag;
assign	rd_data		= rd_data_reg;
assign	wr_count	= wr_cnt_reg[9-1:SFBIT];
assign	rd_count	= rd_cnt_reg;
endmodule
`timescale 1ns/1ps
module latency #(
	parameter	LAT		= 2,
	parameter	DSIZE	= 1
)(
	input					clk,
	input					rst_n,
	input [DSIZE-1:0]		d,
	output[DSIZE-1:0]		q
);
reg	[DSIZE-1:0]		ltc		[LAT-1:0];
generate
if(LAT > 0)begin
always@(posedge clk )begin:GEN_LAT
integer II;
	if(~rst_n)begin
		for(II=0;II<LAT;II=II+1)
			ltc[II]		<= {DSIZE{1'b0}};
	end else begin
		ltc[0]	<= d;
		for(II=1;II<LAT;II=II+1)
			ltc[II]		<= ltc[II-1];
end end
assign	q	= ltc[LAT-1];
end else begin
assign	q	= d;
end
endgenerate
endmodule
==> flow_summary_export.csv <==
group,metric,value,unit
setup_path,r2r_end,"rd_b_flag[8]$_SDFFE_PN0P_",
grt,number_of_global_route_vias_before_repair,2722,
synthesis,postSynthCellCount,378,
job,warnings,37,
layout,seq_area,1430,µm²
setup_path,timing.critical_path.slowest_cell_delay,0.35,ns
floorplanning,floorplan.rows,30,
synthesis,synth_chip_area,3480,µm²
power_and_ir_drop,power.share.switching,0.235,
setup_path,critical_path.slowest_cell,"sky130_fd_sc_hd__nor2b_2",
power_and_ir_drop,internal-power,1.77,mW
routing,n_antenna_cell,0,
power_and_ir_drop,max-vdd-ir-drop,0.448,mV
setup_path,timing.setup.critical_path_class,"reg -> reg",
layout,fin_cells,508,
floorplanning,floorplan.die.width,85.5,µm
routing,first_pass_iters,4,
final_timing,totalNegativeSetupSlack,0,ns
power_and_ir_drop,gate_power_share,0.061,
synthesis,synth_area,3480,µm²
power_and_ir_drop,power_density,553,nW/µm²
power_and_ir_drop,total_switching_power,0.543,mW
synthesis,ys_top_cells_by_area,"sky130_fd_sc_hd__dfxtp_1, sky130_fd_sc_hd__ha_1, sky130_fd_sc_hd__edfxtp_1",
setup_path,r2r_cells,7,
final_timing,finalHoldViolCount,0,
synthesis,synth.largest_area_cell,"sky130_fd_sc_hd__dfxtp_1",
power_and_ir_drop,share_clk_of_total_power,0.431,
clocking,postCtsResizedCells,0,
synthesis,flip_flops_with_a_built_in_enable,7,
final_timing,final_setup_fails,0,
setup_path,crit_arrival,2.29,ns
worst_hold_path,timing.hold.worst_path_depth,2,
clocking,cts_tree,"built",
layout,layout.area.comb,1930,µm²
synthesis,synth_largest_type_area_fraction,0.350,
setup_path,worst_setup_end_kind,"register",
placement,place_hpwl,5770,µm
synthesis,synth_flop_count,68,
synthesis,synth_stat.cells,378,
synthesis,avgSynthCellArea,9.22,µm²
placement,post_dp_cell_area,3980,µm²
synthesis,yosysUniqueCellTypes,53,
clocking,cts.hold.buffers_added,0,
placement,place.port_buffers,34,
grt,grt_antenna_before_repair,0,
synthesis,ys.flop_type,"sky130_fd_sc_hd__dfxtp_1",
final_timing,rsz_0062_raised_after_global_routing,"false",
routing,remaining_drc_errors,0,
layout,fill_cells,584,
clocking,clock_sink_count,68,
floorplanning,core_region_area,6760,µm²
floorplanning,top_level_ports,36,
placement,place.gp.congestion,0.896,
layout,drive_gt1_frac,0.121,
setup_path,cp_max_fo,5,
synthesis,yosysMostFrequentCell,"sky130_fd_sc_hd__dfxtp_1",
routing,routedWlPerCell,15.7,µm
synthesis,synthesis_warning_total,3,
floorplanning,die_area,7310,µm²
setup_path,r2r_setup_slack,0.30,ns
worst_hold_path,hold_path_class,"reg -> reg",
routing,detailedRoute.firstIterationViolations,89,
routing,totalWireLength,7970,µm
clocking,post-cts-setup-buffers,0,
worst_hold_path,worst_hold_launch,"last_byte_exec$_SDFF_PN0_",
routing,avgViaCountPerCell,5.56,
final_timing,clock_skew,0.00515,ns
grt,grt_overflow_total,0,
setup_path,timing.critical_path.required,2.59,ns
power_and_ir_drop,power.leakage,1.57,nW
grt,grt_start_max_net_pins,22,
setup_path,start_kind,"register",
routing,vias,2825,
setup_path,worstReg2RegStart,"rd_point[1]$_SDFFE_PN0P_",
grt,grt_pass1_wl,13600,µm
final_timing,slew_headroom,0.615,
layout,layout.cell_area.non_filler,4190,µm²
floorplanning,vertical_die_dimension,85.5,µm
placement,numPlacedInstances,492,
power_and_ir_drop,share_seq_of_total_power,0.508,
worst_hold_path,hold_path_end,"last_reg$_SDFF_PN0_",
floorplanning,initial_utilization,0.516,
final_timing,drv_slew,0,
setup_path,critical_path.cell_chain,"inv_1, ha_1, nor2b_2, xnor2_2, nor4b_4, nor2_1, a311oi_1",
routing,final_antenna_net_count,0,
synthesis,yosys-top-cells-count,"sky130_fd_sc_hd__dfxtp_1, sky130_fd_sc_hd__nand2_1, sky130_fd_sc_hd__nor2_1, sky130_fd_sc_hd__ha_1, sky130_fd_sc_hd__o21ai_0",
clocking,clk_pin_slew_worst_paths,0.08,ns
layout,layout_area_overhead,20.1,%
run_status,status,"completed",
synthesis,synth_seq_share,0.411,
final_timing,worst_slew_pin_slew,0.573,ns
synthesis,async_reset_ff_frac,0,
job,drv_cap,0,
grt,groute.usage.overall,0.248,
-- routing by layer --
metal	vias up	global-route usage	wire, µm
li1	1425	-	-
met2	53	0.375	3620
met5	-	0	0
met4	0	0.0500	148
met1	1332	0.384	3870
met3	15	0.0553	335
-- cell type report --
cell class	instances	area share
multi-input cells	280	0.460
flip-flops and latches	68	0.342
repair buffers	52	0.114
clock buffers	11	0.0362
well taps	80	0.0239
clock inverters	5	0.0137
inverters	12	0.0108
-- layout by cell type, fill, tap and decap left out, types with 12 or more instances in the layout --
cell	netlist	final
sky130_fd_sc_hd__dfxtp_1	61	61
sky130_fd_sc_hd__nor2_1	41	41
sky130_fd_sc_hd__nand2_1	56	56
sky130_fd_sc_hd__ha_1	22	22
sky130_fd_sc_hd__a32o_1	12	12
sky130_fd_sc_hd__o21ai_0	19	19
sky130_fd_sc_hd__buf_4	0	18
sky130_fd_sc_hd__clkdlybuf4s50_1	0	34
sky130_fd_sc_hd__a21oi_1	16	16
-- per-stage QoR --
stage | setup WS (ns) | hold slack, ns | utilization | total power, mW
floorplan | 0.195 | 0.408 | - | 1.28
global placement | 0.178 | 0.445 | 0.589 | 1.34
detailed placement | 0.145 | 0.434 | 0.589 | 1.34
CTS | 0.340 | 0.451 | 0.620 | 2.35
global route | 0.199 | 0.484 | 0.620 | 2.41
finish | 0.300 | 0.453 | 0.620 | 2.31
-- kinds of logic (layout without fill, tap and decap cells) --
| group | count (synthesis) | count (layout) | synth area share |
|---|---|---|---|
| and+or+nand+nor | 154 | 154 | 0.224 |
| AOI/OAI and AO/OA | 69 | 69 | 0.135 |
| DFF | 68 | 68 | 0.411 |
| buffers and inverters | 30 | 80 | 0.0366 |
| adders and majority gates | 22 | 22 | 0.0790 |
| xor gates and xnor gates | 18 | 18 | 0.0474 |
| muxes | 17 | 17 | 0.0671 |
-- worst max-delay path by stage --
stage	startpoint	slack, ns	to
finish	rd_point[1]$_SDFFE_PN0P_	0.30	rd_b_flag[8]$_SDFFE_PN0P_
global route	rd_point[1]$_SDFFE_PN0P_	0.20	rd_b_flag[9]$_SDFFE_PN0P_
CTS	rd_point[1]$_SDFFE_PN0P_	0.34	rd_b_flag[8]$_SDFFE_PN0P_
-- power by group through the flow --
stage	sequential [mW]	clock, mW	combinational, mW
4_1_cts	1.18	1.03	0.143
5_1_grt	1.18	1.07	0.158
6_report	1.18	0.996	0.142
-- worst max-delay path, delay by kind of cell (launching register included) --
kind                       cells  cell delay, ns
buffers and inverters          1            0.21
and+or+nand+nor                3            0.73
xor gates and xnor gates       1            0.21
DFF                            1            0.32
adders and majority gates      1            0.28
AOI/OAI and AO/OA              1            0.26
No activity file was given, so power comes from the tool's default toggle rates.
